==> design.v <==
module sigma_delta_dac_3rdorder(
  input clk,
  input reset_n,
  input [15:0] d, 
  output reg q
);
wire clk_ena=1'b1;
wire [23:0] w_data_in_p0;
wire [23:0] w_data_err_p0;
wire [23:0] w_data_int_p0;
reg  [23:0] r_data_fwd_p1;
assign w_data_in_p0  = { {5{!d[15]}}, d[14:0],4'b0 };
assign w_data_err_p0 = w_data_in_p0 - w_data_qt_p2;
assign w_data_int_p0 = { {3{w_data_err_p0[23]}}, w_data_err_p0[22:2] }  
                     + r_data_fwd_p1;
always @(negedge reset_n or posedge clk)
  if (!reset_n)
    r_data_fwd_p1 <= 24'd0;
  else if (clk_ena)
    r_data_fwd_p1 <= w_data_int_p0;
wire [23:0] w_data_fb1_p1;
wire [23:0] w_data_fb2_p1;
wire [23:0] w_data_lpf_p1;
reg  [23:0] r_data_lpf_p2;
assign w_data_fb1_p1 = { {3{r_data_fwd_p1[23]}}, r_data_fwd_p1[22:2] }  
                     - { {3{w_data_qt_p2[23]}},  w_data_qt_p2[22:2] };  
assign w_data_fb2_p1 = w_data_fb1_p1
                     - { {14{r_data_fwd_p2[23]}}, r_data_fwd_p2[22:13] };  
assign w_data_lpf_p1 = w_data_fb2_p1 + r_data_lpf_p2;
always @(negedge reset_n or posedge clk)
  if (!reset_n)
    r_data_lpf_p2 <= 24'd0;
  else if (clk_ena)
    r_data_lpf_p2 <= w_data_lpf_p1;
wire [23:0] w_data_fb3_p1;
wire [23:0] w_data_int_p1;
reg  [23:0] r_data_fwd_p2;
assign w_data_fb3_p1 = { {2{w_data_lpf_p1[23]}}, w_data_lpf_p1[22:1] }  
                     - { {2{w_data_qt_p2[23]}},  w_data_qt_p2[22:1] };  
assign w_data_int_p1 = w_data_fb3_p1 + r_data_fwd_p2;
always @(negedge reset_n or posedge clk)
  if (!reset_n)
    r_data_fwd_p2 <= 24'd0;
  else if (clk_ena)
    r_data_fwd_p2 <= w_data_int_p1;
wire [23:0] w_data_qt_p2;
assign w_data_qt_p2 = (r_data_fwd_p2[23]) ? 24'hF00000 : 24'h100000;
always @(negedge reset_n or posedge clk)
  if (!reset_n)
    q <= 1'b0;
  else if (clk_ena)
    q <= ~r_data_fwd_p2[23];
endmodule
==> run.sh <==
#!/bin/bash
# OpenROAD 26Q1-2900-gdf79404cd8, Yosys 0.63+post, stock flow scripts
make -C /OpenROAD-flow-scripts/flow DESIGN_CONFIG=/design/flow/config.mk WORK_HOME=/design/flow/orfs finish
==> config.mk <==
export PLATFORM = sky130hd
export DESIGN_NAME = sigma_delta_dac_3rdorder
export DESIGN_NICKNAME = sigma_delta_dac_3rdorder
export VERILOG_FILES = /design/flow/design.v
export SDC_FILE = /design/flow/constraint.sdc
export NUM_CORES = 4
export LEC_CHECK = 1
export CORE_UTILIZATION = 50
==> constraint.sdc <==
current_design sigma_delta_dac_3rdorder

set clk_period 15.1
set clk_io_pct 0.2

create_clock -name clk0 -period $clk_period [get_ports {clk}]

set non_clock_inputs [all_inputs -no_clocks]
set_input_delay [expr $clk_period * $clk_io_pct] -clock clk0 $non_clock_inputs
set_output_delay [expr $clk_period * $clk_io_pct] -clock clk0 [all_outputs]
==> flow_summary.ini <==
; generated from flow reports
[logic_synthesis]
ys_top_cells_by_count = inv_1, ha_1, dfrtp_1
synthFlopType = dfrtp_1
synthTopCellsByArea = dfrtp_1, ha_1, inv_1
ys_async_sr_fraction = 1.00
synthesis.area_um2 = 7190
synthMostInstantiatedCell = inv_1
top_cell_area_share = 0.247
ys_seq_share = 0.247
ys_cells = 827
yosys-stat-area_um2 = 7190
yosys_warnings = 1
synth-edff-count = 0
synth_area_leader_cell = dfrtp_1
synth.avg_cell_area_um2 = 8.69
ys_types = 64
netlist_instances = 827
ys.flops = 71

[clock_network]
cts_buffer_depth = 2
cts_tree = yes
htreeDepth = 3
cts_hold_buf = 0
ctsRootBufferMaster = clkbuf_16
clock_latency_ns = 0.34
clock-sinks = 71
postCtsSetupBuffers = 0
cts_buffers = 9
cts_resized = 0
clk_pin_slew_worst_paths_ns = 0.06

[sta]
worstMarginPinSlew_ns = 0.633
max_slew_margin = 0.574
fin_crit_ns = 5.45
slew_viol_final = 0
hold_viol_final = 0
setup_viol = 0
rsz0062_at_grt = no
timing.fmax_mhz = 183
fin_crit_sh = 0.361
clock_skew_ns = 0.00849
fin_setup_tns_ns = 0
whs_ns = 0.487

[setup_path]
worst_setup_path_start_kind = flip-flop
cp-end-kind = flip-flop
criticalPathCategory = flip-flop to flip-flop
worstPathRequired_ns = 15.35
worstPathArrival_ns = 5.70
crit_path_max_fanout = 14

[placed_design]
gp_congestion = 0.945
hpwl_um = 11900
place.port_buffers = 18

[floorplanning]
fp.coreArea_um2 = 13900
die_area_um2 = 14900
die_width_um = 122
die_h_um = 122
rows = 43
fp_util = 0.516
io_pins = 19

[cells_and_area]
syn_to_final_growth_pct = 9.54
fin_util = 0.565
num-fill-cells = 1213
drive_gt1_frac = 0.0342

[run]
warning_count = 28
max_cap_violations = 0

[hold_path]
hold_path_class = flip-flop to flip-flop

[global_route]
grt_pass1_wl_um = 26400
grt_max_degree = 43
first_global_vias = 5489
grt_overflow_total = 0
track_usage = 0.234
antenna_found_initial = 0

[status]
status = completed

[detailed_routing]
vias_per_cell = 5.33
first_pass_iters = 4
ant_nets = 0
route.detailed.drc = 0
via_count = 5477
wire_per_inst_um = 14.4
dr.first_iter.drc_count = 305
drt_wl_total_um = 14800
diodes = 0
[metrics by stage]
stage / setup WS [ns] / cell area [um^2] / std cells
2_1_floorplan: 9.96 / 7190 / 827
3_3_place_gp: 9.42 / 7530 / 1011
3_5_place_dp: 9.36 / 7530 / 1011
4_1_cts: 9.62 / 7870 / 1027
5_1_grt: 9.31 / 7870 / 1027
6_report: 9.65 / 7870 / 1027
[critical path, cell delays in order (launching register included)]
cell and delay (ns):
dfrtp_1 0.33, buf_4 0.23, inv_1 0.25, ha_1 0.36, inv_1 0.05, fa_1 0.49, inv_1 0.05, ha_1 0.40
a21o_1 0.24, a21o_1 0.18, a21o_1 0.20, or3b_1 0.37, mux2_2 0.28, nand2_1 0.08, fa_1 0.40, inv_1 0.07
ha_1 0.29, a21o_1 0.21, a21o_1 0.18, or2_2 0.28, o31ai_1 0.20, a211oi_1 0.08, o211ai_1 0.12
[final cells by class]
cell class	instances	area [um^2]	area share
Multi-Input combinational cell	576	4720	0.600
Sequential cell	71	1780	0.226
Inverter	164	616	0.0782
Clock buffer	10	229	0.0291
Tap cell	180	225	0.0286
Timing Repair Buffer	20	193	0.0245
Clock inverter	6	109	0.0138
[metal layers]
layer / part of all wire / routed length, um / GRT usage / vias to the layer above
met5: 0 / 0 / 0 / -
met2: 0.47 / 6990 / 0.377 / 53
li1: - / - / - / 2838
met1: 0.48 / 7080 / 0.351 / 2570
met3: 0.027 / 397 / 0.0324 / 16
met4: 0.022 / 320 / 0.0386 / 0
[sequential cells by signal, indices dropped and copies added, names as in the netlist]
name	count
r_data_fwd_p2	24
r_data_lpf_p2	24
r_data_fwd_p1	22
q	1
[cell families (layout without fill, tap and decap cells)]
logic type | count (synthesis) | count (layout) | synth area share
XOR/XNOR | 70 | 70 | 0.0853
AND-OR/OR-AND | 195 | 195 | 0.180
buffers and inverters | 180 | 200 | 0.0954
multiplexers | 2 | 2 | 0.00313
adder cells (fa/ha/maj) | 136 | 136 | 0.265
AND/OR/NAND/NOR | 173 | 173 | 0.124
flip-flops | 71 | 71 | 0.247
[placed cells by master, fill, tap and decap left out, types with 6 or more instances in the layout]
cell type / Yosys / final
xnor2_1: 44 / 44
o21ai_0: 22 / 22
nand4_1: 11 / 11
a21o_1: 34 / 34
and3_1: 7 / 7
ha_1: 109 / 109
inv_1: 164 / 164
o21a_1: 11 / 11
nor3_1: 13 / 13
dfrtp_1: 71 / 71
and2_1: 10 / 10
nor2_1: 30 / 30
a21oi_1: 60 / 60
nand3_1: 17 / 17
xor2_1: 26 / 26
fa_1: 27 / 27
nand2_1: 51 / 51
o211ai_1: 11 / 11
clkbuf_16: 0 / 9
clkdlybuf4s50_1: 0 / 17
o21bai_1: 8 / 8
a211oi_1: 7 / 7
a31oi_1: 6 / 6
[final timing paths]
| path | from | slack [ns] | end | cells past startpoint |
|---|---|---|---|---|
| hold reg to reg | r_data_fwd_p2[0]$_DFF_PN0_ | 0.49 | r_data_fwd_p2[0]$_DFF_PN0_ | 1 |
| setup reg to reg | r_data_fwd_p2[23]$_DFF_PN0_ | 9.65 | r_data_fwd_p2[23]$_DFF_PN0_ | 22 |
| min in group asynchronous | reset_n | 2.61 | r_data_fwd_p1[16]$_DFF_PN0_ | 1 |
| hold / removal | r_data_fwd_p2[0]$_DFF_PN0_ | 0.49 | r_data_fwd_p2[0]$_DFF_PN0_ | 1 |
| setup / recovery | r_data_fwd_p2[23]$_DFF_PN0_ | 9.65 | r_data_fwd_p2[23]$_DFF_PN0_ | 22 |
| max in group asynchronous | reset_n | 11.55 | r_data_fwd_p2[10]$_DFF_PN0_ | 2 |
