## flow/design.v

```verilog
module hybrid_pwm_sd_2ndorder #(parameter signalwidth=16)
(
	input clk,
	input reset_n,
	input [signalwidth-1:0] d,
	output q
);
reg q_reg;
wire [signalwidth-1:0] infiltered;
reg infilterena;
iirfilter # (.signalwidth(signalwidth),.cbits(2)) inputfilter
(
	.clk(clk),
	.reset_n(reset_n),
	.ena(infilterena),
	.d(d),
	.q(infiltered)
);
wire [signalwidth-1:0] outfiltered;
reg outfilterena;
iirfilter # (.signalwidth(signalwidth),.cbits(7),.immediate(1)) outputfilter
(
	.clk(clk),
	.reset_n(reset_n),
	.ena(1'b1),
	.d(q_comb ? {signalwidth{1'b1}} : {signalwidth{1'b0}}),
	.q(outfiltered)
);
reg [signalwidth-1:0] inprev;
reg [signalwidth+1:0] sigma;
reg [signalwidth+1:0] sigma2;
wire [signalwidth+1:0] sigmanext;
assign sigmanext = sigma + {2'b0,infiltered} - {2'b0,outfiltered};
reg [6:0] pwmcounter;
wire [6:0] pwmthreshold;
assign pwmthreshold = sigma2[signalwidth+1:signalwidth-5];
wire q_comb;
assign q_comb = pwmthreshold[6] ? infiltered[signalwidth-1] : (pwmcounter<pwmthreshold ? 1'b1 : 1'b0);
assign q=q_comb;
always @(posedge clk,negedge reset_n)
begin
	if(!reset_n) begin
		sigma<={signalwidth+2{1'b0}};
		sigma2={signalwidth+2{1'b0}};
		pwmcounter<=7'b111110;
	end else begin
		infilterena<=1'b0;
		if(pwmcounter==pwmthreshold)
			q_reg<=1'b0;
		if(pwmcounter==7'b11111)  
		begin
			inprev<=infiltered;
			infilterena<=1'b1;
			sigma<=sigmanext;
			sigma2=sigmanext+{7'b0010000,sigma2[signalwidth-6:0]};
			if(sigma2[signalwidth+1]==1'b1)
				q_reg<=1'b0;
			else
				q_reg<=1'b1;
		end
		pwmcounter[6:5]<=2'b0;
		pwmcounter[4:0]<=pwmcounter[4:0]+5'b1;
	end
end
endmodule
module iirfilter # 
(
	parameter signalwidth = 16,
	parameter cbits = 5,	 
	parameter immediate = 0
)
(
	input clk,
	input reset_n,
	input ena,
	input [signalwidth-1:0] d,
	output [signalwidth-1:0] q
);
reg [signalwidth+cbits-1:0] acc = {{signalwidth{1'b1}},{cbits{1'b0}}};
wire [signalwidth+cbits-1:0] acc_new;
wire [signalwidth+cbits:0] delta = {d,{cbits{1'b0}}} - acc;
assign acc_new = acc + {{cbits{delta[signalwidth+cbits]}},delta[signalwidth+cbits-1:cbits]};
always @(posedge clk, negedge reset_n)
begin
	if(!reset_n)
	begin
		acc[signalwidth+cbits-1:0]<={{signalwidth{1'b1}},{cbits{1'b0}}};  
	end
	else if(ena)
		acc <= acc_new;  
end
assign q=immediate ? acc_new[signalwidth+cbits-1:cbits] : acc[signalwidth+cbits-1:cbits];
endmodule
```

## flow/run.sh

```bash
#!/bin/bash
# OpenROAD 26Q1-2900-gdf79404cd8, Yosys 0.63+post, stock flow scripts
make -C /OpenROAD-flow-scripts/flow DESIGN_CONFIG=/design/flow/config.mk WORK_HOME=/design/flow/orfs finish
```

## flow/config.mk

```make
export PLATFORM = sky130hd
export DESIGN_NAME = hybrid_pwm_sd_2ndorder
export DESIGN_NICKNAME = hybrid_pwm_sd_2ndorder
export VERILOG_FILES = /design/flow/design.v
export SDC_FILE = /design/flow/constraint.sdc
export NUM_CORES = 4
export LEC_CHECK = 1
export CORE_UTILIZATION = 30
```

## flow/constraint.sdc

```tcl
current_design hybrid_pwm_sd_2ndorder

set clk_period 24.9
set clk_io_pct 0.2

create_clock -name clk0 -period $clk_period [get_ports {clk}]

set non_clock_inputs [all_inputs -no_clocks]
set_input_delay [expr $clk_period * $clk_io_pct] -clock clk0 $non_clock_inputs
set_output_delay [expr $clk_period * $clk_io_pct] -clock clk0 [all_outputs]
```

==> results.sh <==
# flow metrics
export IMPL_crit_top_cell="sky130_fd_sc_hd__a21oi_1"
export IMPL_placed_cell_area_um2=8420
export IMPL_clock_latency_ns=0.35
export IMPL_clockRootBuffer="sky130_fd_sc_hd__clkbuf_16"
export IMPL_floorplanUtilization=0.309
export IMPL_drtAntennaViolNets=0
export IMPL_dominantRegCellSynth="sky130_fd_sc_hd__dfrtp_1"
export IMPL_cts_hold_buffers_added=0
export IMPL_antenna_diode_count=0
export IMPL_clock_path_buffers=2
export IMPL_via_count_of_the_first_global_routing_pass=5837
export IMPL_cts_tree="yes"
export IMPL_dp_final_hpwl_um=12400
export IMPL_critPathBufInv=1
export IMPL_synth_area_yosys_um2=7840
export IMPL_yosysMostFrequentCell="sky130_fd_sc_hd__ha_1"
export IMPL_finClkSkew_ns=0.0108
export IMPL_finalCritPeriodShare=0.370
export IMPL_critPathArrivalTime_ns=9.49
export IMPL_synth_cells=896
export IMPL_routed_wl_um=15900
export IMPL_grt_antenna_before_repair=0
export IMPL_final_hold_violation_count=0
export IMPL_synthesis_yosys_warnings=3
export IMPL_rrSetupSlack_ns=15.77
export IMPL_synthTopCellsByArea="sky130_fd_sc_hd__ha_1 (17%), sky130_fd_sc_hd__dfrtp_1 (15%), sky130_fd_sc_hd__dfstp_2 (12%)"
export IMPL_fp_coreArea_um2=25400
export IMPL_ys_cells=896
export IMPL_drtPass1Iterations=7
export IMPL_number_of_post_cts_setup_repair_buffers=0
export IMPL_fin_crit_ns=9.21
export IMPL_area_delta_synth_final_pct=11.2
export IMPL_timing_max_cap_violations=0
export IMPL_setup_violations_final=0
export IMPL_edf_count=1
export IMPL_final_util=0.343
export IMPL_cp_data_required_time_ns=25.18
export IMPL_die_y_um=164
export IMPL_critical_path_max_fanout=4
export IMPL_worst_setup_path_type="in2reg"
export IMPL_io_port_bufs=18
export IMPL_critPathMaxStageDelay_ns=0.57
export IMPL_hold_ws_ns=0.463
export IMPL_io_pins=19
export IMPL_routed_wirelength_normalized_by_instance_count_um=12.7
export IMPL_critical_path_top_delay_family="AND-OR/OR-AND gates"
export IMPL_numCtsBuffers=9
export IMPL_syn_area_um2=7840
export IMPL_clock_fmax_mhz=109
export IMPL_grt_start_max_net_pins=52
export IMPL_setup_tns_final_ns=0
export IMPL_timing_slew_headroom=0.549
export IMPL_postSynth_asyncResetShare=0.988
export IMPL_critical_path_endpoint_type="flop"
export IMPL_final_max_slew_viol_count=0
export IMPL_grt_setup_unrepaired="no"
export IMPL_clk_pin_slew_worst_paths_ns=0.07
export IMPL_vias_after_detailed_routing=5981
export IMPL_final_area_um2=8720
export IMPL_grt_total_usage=0.131
export IMPL_worst_setup_path_start_kind="input pin"
export IMPL_fp_row_count=58
export IMPL_grt_first_pass_wirelength_um=27900
export IMPL_drive_gt1_frac=0.0879
export IMPL_top_area_frac=0.171
export IMPL_filler_cells=2572
export IMPL_result_of_the_run="completed"
export IMPL_place_congestion=0.911
export IMPL_library_cell_contributing_the_largest_single_delay_on_the_critical_path="sky130_fd_sc_hd__a311oi_1"
export IMPL_cts_sinks=84
export IMPL_floorplan_die_width_um=164
export IMPL_post_synth_top_area_cell="sky130_fd_sc_hd__ha_1"
export IMPL_syn_area_per_cell_um2=8.75
export IMPL_critical_path_cell_chain="clkdlybuf4s50_1, ha_1, a21oi_1, a21oi_1, a311oi_1, a22oi_1, and2_1, o21ai_0, nand2b_1, xor2_1, ha_1, and3_1, a221o_1, a22oi_1, a21oi_1, a211o_1, a21oi_1, xnor2_1, nand2_1, xnor2_1"
export IMPL_initialDrtViolationCount=274
export IMPL_drt_drc_violations_left=0
export IMPL_synth_seq_share=0.275
export IMPL_cts_repair_resize_count=0
export IMPL_synth_cell_types=68
export IMPL_holdCritPathClass="reg2reg"
export IMPL_worst_slew_pin_slew_ns=0.676
export IMPL_netlist_top_cells_count="sky130_fd_sc_hd__ha_1 (107), sky130_fd_sc_hd__inv_1 (101), sky130_fd_sc_hd__nand2_1 (78), sky130_fd_sc_hd__o21ai_0 (75), sky130_fd_sc_hd__xnor2_1 (67)"
export IMPL_number_of_warnings_in_the_stage_logs=26
export IMPL_detail_route_vias_per_cell=4.78
export IMPL_clock_tree_htree_level_count=3
export IMPL_design_die_area_um2=26800
export IMPL_gr_total_overflow=0
export IMPL_ys_seq_elements=84
-- kinds of logic after synthesis --
group                    share of synthesized area
AND-OR/OR-AND                                0.204
other                                     0.000478
XOR/XNOR                                     0.102
multiplexers                               0.00543
AND/OR/NAND/NOR                              0.141
flip-flops                                   0.275
buffers and inverters                       0.0541
adder cells (fa/ha/maj)                      0.219
-- per-layer routing --
| metal | wire [µm] | global-route usage |
|---|---|---|
| met1 | 8010 | 0.194 |
| met2 | 7100 | 0.208 |
| met3 | 618 | 0.0287 |
| met4 | 155 | 0.0109 |
| met5 | 0 | 0 |
-- stage by stage --
stage	cells	setup slack (ns)
after floorplan	896	16.17
after global placement	1236	15.34
after detailed placement	1236	15.33
after CTS	1252	15.66
after global routing	1252	15.02
final	1252	15.69
-- final cells by class --
class	instances	area [µm²]	share of cell area
multi-input cells	699	5260	0.604
flip-flops and latches	84	2150	0.247
well taps	330	413	0.0474
inverters	101	379	0.0435
clock buffers	9	225	0.0258
repair buffers	22	208	0.0238
clock inverters	7	75.1	0.00861
-- final timing paths --
| check | cells past startpoint | start | to |
|---|---|---|---|
| worst min register to register | 1 | pwmcounter[0] | pwmcounter[0] |
| max in group asynchronous | 2 | reset_n | sigma[12] |
| worst max-delay path | 20 | d[1] | inputfilter.acc[17] |
| worst min-delay path | 1 | pwmcounter[0] | pwmcounter[0] |
| min in group asynchronous | 1 | reset_n | outputfilter.acc[1] |
| worst max register to register | 37 | pwmcounter[1] | sigma2[17] |
-- state kept, by name, summed over array words and instances, names as in the netlist --
register and cells:
infilterena 1, sigma2 18, inputfilter.acc 18, sigma 18, outputfilter.acc 23, pwmcounter 6
-- placed cells by master (no fill, tap or decap), types with 3 or more instances in the layout --
cell type / n
sky130_fd_sc_hd__xnor2_1: 67
sky130_fd_sc_hd__nor2b_1: 12
sky130_fd_sc_hd__or2_2: 6
sky130_fd_sc_hd__buf_4: 5
sky130_fd_sc_hd__o21ai_0: 75
sky130_fd_sc_hd__o211ai_1: 3
sky130_fd_sc_hd__or3_1: 5
sky130_fd_sc_hd__o31ai_1: 5
sky130_fd_sc_hd__nor2_1: 50
sky130_fd_sc_hd__nand3_1: 15
sky130_fd_sc_hd__clkbuf_16: 9
sky130_fd_sc_hd__a31oi_1: 3
sky130_fd_sc_hd__nor3_1: 19
sky130_fd_sc_hd__a211oi_1: 11
sky130_fd_sc_hd__ha_1: 107
sky130_fd_sc_hd__nand2_1: 78
sky130_fd_sc_hd__a21o_1: 21
sky130_fd_sc_hd__inv_1: 101
sky130_fd_sc_hd__a21boi_0: 4
sky130_fd_sc_hd__and3_1: 8
sky130_fd_sc_hd__dfrtp_1: 46
sky130_fd_sc_hd__a22oi_1: 4
sky130_fd_sc_hd__o21a_1: 11
sky130_fd_sc_hd__nand2b_1: 13
sky130_fd_sc_hd__a21oi_1: 66
sky130_fd_sc_hd__clkdlybuf4s50_1: 17
sky130_fd_sc_hd__o21bai_1: 12
sky130_fd_sc_hd__fa_1: 19
sky130_fd_sc_hd__dfstp_2: 37
sky130_fd_sc_hd__xor2_1: 24
sky130_fd_sc_hd__o22ai_1: 3
sky130_fd_sc_hd__nand4_1: 7
sky130_fd_sc_hd__and2_1: 4
sky130_fd_sc_hd__a211o_1: 3
