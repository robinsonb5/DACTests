===== /design/flow/design.v =====
module random_dac #(parameter signalwidth=16)
(
   input clk,
   input reset_n,
   input [signalwidth-1:0] d,
   output q
);
reg q_reg;
assign q=q_reg;
wire [31:0] noise;
lfsr #(.width(32)) mylfsr
(
	.clk(clk),
	.reset_n(reset_n),
	.e(1'b1),
	.save(1'b0),
	.restore(1'b0),
	.q(noise)
);
reg [signalwidth:0] sigma;
always @(posedge clk or negedge reset_n) begin
   if(!reset_n) begin
      q_reg <= 1'b0;
   end else begin
			sigma<=noise[signalwidth-1:0]+d;
      q_reg <= sigma[signalwidth];
   end
end
endmodule
module lfsr #(parameter width=128, parameter seed=123456789) 
(
	input clk,
	input reset_n,
	input e,
	input save,
	input restore,
	output [width-1:0] q
);
reg [width-1:0] shift;
reg [width-1:0] saved;
reg [7:0] tap1=tap(width);
function [7:0] tap(input [7:0] w);
	case(w)
		 3:	tap=2;
		 4:	tap=3;
		 5:	tap=3;
		 6:	tap=5;
		 7:	tap=6;
		 8:	tap=6;
		 9:	tap=5;
		10:	tap=7;
		11:	tap=9;
		12:	tap=6;
		13:	tap=4;
		14:	tap=5;
		15:	tap=14;
		16:	tap=15;
		17:	tap=14;
		18:	tap=11;
		19:	tap=6;
		20:	tap=17;
		21:	tap=19;
		22:	tap=21;
		23:	tap=18;
		24:	tap=23;
		25:	tap=22;
		26:	tap=6;
		27:	tap=5;
		28:	tap=25;
		29:	tap=27;
		30:	tap=6;
		31:	tap=28;
		32:	tap=22;
		33:	tap=20;
		34:	tap=27;
		35:	tap=33;
		36:	tap=25;
		37:	tap=5;
		39:	tap=35;
		40:	tap=38;
		41:	tap=38;
		42:	tap=41;
		43:	tap=42;
		45:	tap=44;
		46:	tap=45;
		47:	tap=42;
		48:	tap=47;
		49:	tap=40;
		50:	tap=49;
		51:	tap=50;
		52:	tap=49;
		53:	tap=52;
		54:	tap=53;
		55:	tap=31;
		56:	tap=55;
		57:	tap=50;
		58:	tap=39;
		59:	tap=58;
		60:	tap=59;
		61:	tap=60;
		62:	tap=61;
		63:	tap=62;
		64:	tap=63;
		65:	tap=47;
		66:	tap=65;
		67:	tap=66;
		68:	tap=59;
		69:	tap=67;
		70:	tap=69;
		71:	tap=65;
		72:	tap=66;
		73:	tap=48;
		74:	tap=73;
		75:	tap=74;
		76:	tap=75;
		77:	tap=76;
		78:	tap=77;
		79:	tap=70;
		80:	tap=79;
		81:	tap=77;
		82:	tap=79;
		83:	tap=82;
		84:	tap=71;
		85:	tap=84;
		86:	tap=85;
		87:	tap=74;
		88:	tap=87;
		89:	tap=51;
		90:	tap=89;
		91:	tap=90;
		92:	tap=91;
		93:	tap=91;
		94:	tap=73;
		95:	tap=84;
		96:	tap=94;
		97:	tap=91;
		98:	tap=87;
		99:	tap=97;
		100:	tap=64;
		101:	tap=100;
		102:	tap=101;
		103:	tap=94;
		104:	tap=103;
		105:	tap=89;
		106:	tap=91;
		107:	tap=105;
		108:	tap=77;
		109:	tap=108;
		110:	tap=109;
		111:	tap=101;
		112:	tap=110;
		113:	tap=104;
		114:	tap=113;
		115:	tap=114;
		116:	tap=115;
		117:	tap=115;
		118:	tap=85;
		119:	tap=111;
		120:	tap=113;
		121:	tap=103;
		122:	tap=121;
		123:	tap=121;
		124:	tap=87;
		125:	tap=124;
		126:	tap=125;
		127:	tap=126;
		128:	tap=126;
		default: tap=-1;  
	endcase
endfunction
wire [7:0] tap2;
wire [7:0] tap3;
reg [15:0] twotap_tmp=twotaps(width);
assign tap2=twotap_tmp[15:8];
assign tap3=twotap_tmp[7:0];
function [15:0] twotaps(input [7:0] w);
	case(w)
		8: 	begin 	twotaps[15:8]=5;	twotaps[7:0]=4;	end
		12:	begin 	twotaps[15:8]=4;	twotaps[7:0]=1;	end
		13:	begin 	twotaps[15:8]=3;	twotaps[7:0]=1;	end
		14:	begin 	twotaps[15:8]=3;	twotaps[7:0]=1;	end
		15:	begin		twotaps[15:8]=1;	twotaps[7:0]=1;	end
		16:	begin 	twotaps[15:8]=13;	twotaps[7:0]=4;	end
		19:	begin 	twotaps[15:8]=2;	twotaps[7:0]=1;	end
		24:	begin 	twotaps[15:8]=22;	twotaps[7:0]=17;	end
		26:	begin 	twotaps[15:8]=2;	twotaps[7:0]=1;	end
		27:	begin 	twotaps[15:8]=2;	twotaps[7:0]=1;	end
		32:	begin 	twotaps[15:8]=2;	twotaps[7:0]=1;	end
		37:	begin 	twotaps[15:8]=4;	twotaps[7:0]=3;	end
		40:	begin 	twotaps[15:8]=21;	twotaps[7:0]=19;	end
		42:	begin 	twotaps[15:8]=20;	twotaps[7:0]=19;	end
		43:	begin 	twotaps[15:8]=38;	twotaps[7:0]=37;	end
		44:	begin 	twotaps[15:8]=18;	twotaps[7:0]=17;	end
		45:	begin 	twotaps[15:8]=42;	twotaps[7:0]=41;	end
		46:	begin 	twotaps[15:8]=26;	twotaps[7:0]=25;	end
		48:	begin 	twotaps[15:8]=21;	twotaps[7:0]=20;	end
		50:	begin 	twotaps[15:8]=24;	twotaps[7:0]=23;	end
		51:	begin 	twotaps[15:8]=36;	twotaps[7:0]=35;	end
		53:	begin 	twotaps[15:8]=38;	twotaps[7:0]=37;	end
		54:	begin 	twotaps[15:8]=18;	twotaps[7:0]=17;	end
		56:	begin 	twotaps[15:8]=35;	twotaps[7:0]=34;	end
		59:	begin 	twotaps[15:8]=38;	twotaps[7:0]=37;	end
		61:	begin 	twotaps[15:8]=46;	twotaps[7:0]=45;	end
		62:	begin 	twotaps[15:8]=6;	twotaps[7:0]=5;	end
		64:	begin 	twotaps[15:8]=61;	twotaps[7:0]=60;	end
		66:	begin 	twotaps[15:8]=57;	twotaps[7:0]=56;	end
		67:	begin 	twotaps[15:8]=58;	twotaps[7:0]=57;	end
		69:	begin 	twotaps[15:8]=42;	twotaps[7:0]=40;	end
		70:	begin 	twotaps[15:8]=55;	twotaps[7:0]=54;	end
		72:	begin 	twotaps[15:8]=25;	twotaps[7:0]=19;	end
		74:	begin 	twotaps[15:8]=59;	twotaps[7:0]=58;	end
		75:	begin 	twotaps[15:8]=65;	twotaps[7:0]=64;	end
		76:	begin 	twotaps[15:8]=41;	twotaps[7:0]=40;	end
		77:	begin 	twotaps[15:8]=47;	twotaps[7:0]=46;	end
		78:	begin 	twotaps[15:8]=59;	twotaps[7:0]=58;	end
		80:	begin 	twotaps[15:8]=43;	twotaps[7:0]=42;	end
		82:	begin 	twotaps[15:8]=47;	twotaps[7:0]=44;	end
		83:	begin 	twotaps[15:8]=38;	twotaps[7:0]=37;	end
		85:	begin 	twotaps[15:8]=58;	twotaps[7:0]=57;	end
		86:	begin 	twotaps[15:8]=74;	twotaps[7:0]=73;	end
		88:	begin 	twotaps[15:8]=17;	twotaps[7:0]=16;	end
		90:	begin 	twotaps[15:8]=72;	twotaps[7:0]=71;	end
		92:	begin 	twotaps[15:8]=80;	twotaps[7:0]=79;	end
		96:	begin 	twotaps[15:8]=49;	twotaps[7:0]=47;	end
		99:	begin 	twotaps[15:8]=54;	twotaps[7:0]=52;	end
		101:	begin 	twotaps[15:8]=95;	twotaps[7:0]=94;	end
		102:	begin 	twotaps[15:8]=36;	twotaps[7:0]=35;	end
		104:	begin 	twotaps[15:8]=94;	twotaps[7:0]=93;	end
		107:	begin 	twotaps[15:8]=44;	twotaps[7:0]=42;	end
		109:	begin 	twotaps[15:8]=103;	twotaps[7:0]=102;	end
		110:	begin 	twotaps[15:8]=98;	twotaps[7:0]=97;	end
		112:	begin 	twotaps[15:8]=69;	twotaps[7:0]=67;	end
		114:	begin 	twotaps[15:8]=33;	twotaps[7:0]=32;	end
		115:	begin 	twotaps[15:8]=101;	twotaps[7:0]=100;	end
		116:	begin 	twotaps[15:8]=46;	twotaps[7:0]=45;	end
		117:	begin 	twotaps[15:8]=99;	twotaps[7:0]=97;	end
		120:	begin 	twotaps[15:8]=9;	twotaps[7:0]=2;	end
		122:	begin 	twotaps[15:8]=63;	twotaps[7:0]=62;	end
		125:	begin 	twotaps[15:8]=18;	twotaps[7:0]=17;	end
		126:	begin 	twotaps[15:8]=90;	twotaps[7:0]=89;	end
		128:	begin 	twotaps[15:8]=101;	twotaps[7:0]=99;	end
		default:	begin  twotaps[15:8]=1;	twotaps[7:0]=1;	end
	endcase
endfunction
wire fourtaps = (tap2>1) ? 1'b1 : 1'b0;
wire [7:0] tap4=2;
wire [7:0] tap5=1;
wire sixtaps;
assign sixtaps = (width==37) ? 1'b1 : 1'b0;
wire [width-1:0] extendedseed;
genvar i;
generate
for(i=0;i<(width-1);i=i+32) begin : extendloop
	if((width-i)>=32)
		assign extendedseed[i+31:i]=seed;
	else
		assign extendedseed[width-1:i]=seed[width-i-1:0];
end
endgenerate
assign q=shift;
always @(posedge clk, negedge reset_n) begin
	if(!reset_n) begin
		shift<=extendedseed;
	end
	else begin
		if(save)
			saved<=shift;
		if(restore)
			shift<=saved;
		if(e) begin
			if(sixtaps) begin  
				shift<={shift[width-2:0],!shift[width-1]^!shift[tap1-1]^
					!shift[tap2-1]^!shift[tap3-1]^!shift[tap4-1]^!shift[tap5-1]};
			end else if(fourtaps) begin  
				shift<={shift[width-2:0],!shift[width-1]^!shift[tap1-1]^!shift[tap2-1]^!shift[tap3-1]};
			end else begin  
				shift<={shift[width-2:0],!shift[width-1]^!shift[tap1-1]};
			end
		end
	end
end
endmodule

===== /design/flow/run.sh =====
#!/bin/bash
# OpenROAD 26Q1-2900-gdf79404cd8, Yosys 0.63+post, stock flow scripts
make -C /OpenROAD-flow-scripts/flow DESIGN_CONFIG=/design/flow/config.mk WORK_HOME=/design/flow/orfs finish

===== /design/flow/config.mk =====
export PLATFORM = sky130hd
export DESIGN_NAME = random_dac
export DESIGN_NICKNAME = random_dac
export VERILOG_FILES = /design/flow/design.v
export SDC_FILE = /design/flow/constraint.sdc
export NUM_CORES = 4
export LEC_CHECK = 1
export CORE_UTILIZATION = 30

===== /design/flow/constraint.sdc =====
current_design random_dac

set clk_period 3.3
set clk_io_pct 0.2

create_clock -name clk0 -period $clk_period [get_ports {clk}]

set non_clock_inputs [all_inputs -no_clocks]
set_input_delay [expr $clk_period * $clk_io_pct] -clock clk0 $non_clock_inputs
set_output_delay [expr $clk_period * $clk_io_pct] -clock clk0 [all_outputs]

==> results.py <==
# Flow results
metrics = {
    "synthesis": {
        "ys_ff": 34,
        "synth.distinct_cells": 18,
        "yosysCellCount": 73,
        "synth_area_um2": 1215,
        "postSynthSeqShare": 0.7209,
        "yosysWarnings": 2,
        "netlist_instances": 73,
        "avgSynthCellArea_um2": 16.64,
        "ys_area_um2": 1215,
    },
    "critical_path": {
        "critical_path.max_fanout": 1,
        "reg2regPathDepth": 5,
        "cp.arrival_ns": 2.24,
        "worstSetupPathType": "in2reg",
        "cp_cell_sequence": "clkdlybuf4s50_1 -> ha_1 -> o21a_1 -> o2bb2ai_1 -> nor4_1 -> or4_1",
        "worstSetupStartpointType": "input pin",
        "crit_slowest_cell": "or4_1",
        "cp_slowest_stage_delay_ns": 0.45,
        "crit_required_ns": 3.33,
        "crit_path_end_kind": "register",
    },
    "final_timing": {
        "worst_slack_ns": 1.083,
        "setup_tns_ns": 0,
        "hold_viol": 0,
        "slew_violations": 0,
        "slew_headroom": 0.7364,
        "period_needed_ns": 2.217,
        "worst_pin_slew_ns": 0.3954,
        "setup_violations": 0,
        "fmax_mhz": 451.0,
        "finalCritPeriodShare": 0.6719,
        "holdWs_ns": 0.3502,
        "rsz0062_at_grt": "no",
        "final.setup_skew_ns": 0.003500,
    },
    "grt": {
        "use_met2": 0.1212,
        "grt_pass1_vias": 697,
        "grt_max_degree": 35,
        "grt.met3_usage": 0.02817,
        "grt_busiest_layer": "met1",
        "grt_use_total": 0.09882,
        "antenna_found_initial": 0,
        "grt_remaining_overflow": 0,
        "use_met1": 0.1738,
        "grt_pass1_wl_um": 3125,
    },
    "die": {
        "fp-utilization": 0.3222,
        "die-width_um": 65.64,
        "rows": 22,
        "fp.coreArea_um2": 3771,
        "die_height_um": 65.64,
        "dieArea_um2": 4308,
        "ios": 19,
    },
    "detailed_routing": {
        "postRouteWirelength_um": 1722,
        "diodes": 0,
        "drc": 0,
        "drtPass1Iterations": 4,
        "vias": 671,
        "postRouteAntennaNets": 0,
        "wire_per_inst_um": 11.64,
        "first_iter_violations": 9,
        "vias_per_cell": 4.534,
    },
    "placed_design": {
        "portBuffers": 18,
        "dp_hpwl_um": 1123,
        "place_ws_ns": 0.7828,
        "place_area_um2": 1463,
        "place.gp.congestion": 0.7822,
        "dp_cells": 140,
    },
    "clocking": {
        "clock_sinks": 34,
        "cts_root_buf": "clkbuf_8",
        "postCtsSetupRepairBufs": 0,
        "clock_latency_ns": 0.28,
        "cts.clk_slew.worst_paths_ns": 0.06,
        "cts_hold_buf": 0,
        "cts_tree": "built",
        "clockBufferDepth": 2,
        "h-tree-depth": 2,
        "cts_buffers": 5,
        "post_cts_resized": 0,
    },
    "finish": {
        "largest_reg_flops": 32,
        "instances_no_fill": 148,
        "area_growth_pct": 29.35,
        "layout_top_cell": "clkdlybuf4s50_1",
        "stdcell_area_um2": 1572,
        "layout-drive-gt1-share": 0.2500,
        "most-common-layout-cells": "clkdlybuf4s50_1 (18), dfrtp_1 (17), dfstp_2 (16), ha_1 (15)",
        "fin_util": 0.4167,
    },
    "run": {
        "tool_warnings": 25,
        "max_cap_viol_count": 0,
    },
    "worst_hold_path": {
        "hold_class": "reg2reg",
        "whs_path_depth": 0,
    },
    "power_and_ir_drop": {
        "p_per_area_nw_per_um2": 524.1,
        "power_uw": 823.6,
        "vdd_drop_max_mv": 0.3967,
        "p_leak_nw": 0.7355,
    },
    "outcome": {
        "status": "finished, final reports clean",
    },
}
## synthesized netlist by cell type
master | n | area share
or4_1 | 1 | 0.0062
nand4_1 | 3 | 0.015
xor2_1 | 1 | 0.0072
nand2_1 | 1 | 0.0031
xnor2_1 | 2 | 0.014
a21o_1 | 2 | 0.012
nor4_1 | 1 | 0.0052
a211oi_1 | 1 | 0.0062
edfxtp_1 | 1 | 0.025
o21a_1 | 1 | 0.0062
nor3_1 | 1 | 0.0041
o21ai_0 | 1 | 0.0041
dfstp_2 | 16 | 0.35
nand3_1 | 3 | 0.012
o2bb2ai_1 | 1 | 0.0072
dfrtp_1 | 17 | 0.35
a21oi_1 | 5 | 0.021
ha_1 | 15 | 0.15
## critical path: cells and delay by family
family | cells | cell delay, ns
buffers and inverters | 1 | 0.40
AND-OR/OR-AND | 2 | 0.36
adder cells (fa/ha/maj) | 1 | 0.29
AND/OR/NAND/NOR | 2 | 0.53
## cells by family (layout without fill, tap and decap cells)
family	count (synthesis)	after routing	share of synthesized area
AND-OR/OR-AND	11	11	0.05664
XOR/XNOR	3	3	0.02163
adder cells (fa/ha/maj)	15	15	0.1545
buffers and inverters	0	27	0
flip-flops	34	34	0.7209
AND/OR/NAND/NOR	10	10	0.04634
## final cells by class
type	count	area [µm²]
fillers	340	2200
flip-flops and latches	34	875.8
multi-input cells	39	339.1
repair buffers	19	187.7
clock buffers	5	68.82
well taps	48	60.06
clock inverters	3	40.04
## where the power goes
| group | leakage (nW) | internal, mW | switching, mW |
|---|---|---|---|
| registers | 0.410 | 0.421 | 0.000311 |
| logic | 0.268 | 0.0238 | 0.0159 |
| clock network | 0.0579 | 0.222 | 0.141 |
| total | 0.735 | 0.666 | 0.157 |
## path summary, 6_finish.rpt
kind                            startpoint               end  slack, ns
min reg2reg                      sigma[16]             q_reg       0.35
max reg2reg                mylfsr.shift[2]         sigma[16]       1.40
min in group asynchronous          reset_n  mylfsr.shift[18]       0.77
min                              sigma[16]             q_reg       0.35
max in group asynchronous          reset_n   mylfsr.shift[4]       2.21
max                                   d[2]         sigma[16]       1.08
## per-layer routing
metal | up-vias | wire length [µm] | share of wire
li1 | 317 | - | -
met5 | - | 0 | 0
met1 | 327 | 860 | 0.50
met2 | 20 | 714 | 0.41
met4 | 0 | 59 | 0.034
met3 | 7 | 87 | 0.051
Power and IR drop assume default switching activity.
